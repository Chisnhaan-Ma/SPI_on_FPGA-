**design.v**
```verilog
module SPI_slave (
    input  logic        slave_sck,           
    input  logic        slave_ss,            
    input  logic        slave_mosi,          
    input  logic [7:0]  slave_data_trans,    
    input  logic        slave_reset,         
    output logic        slave_miso,          
    output logic [7:0]  slave_data_rec       
);
    logic [2:0] counter;
    logic [7:0] shift_reg_slave_tx;
    logic [7:0] shift_reg_slave_rx;
    typedef enum logic[1:0] {IDLE, TRANS, WAIT} state;
    state current, next;
    always_comb begin
        case (current)
            IDLE: begin
                if (slave_ss) next = IDLE;   
                else          next = TRANS; 
            end 
            TRANS:begin
                if (counter==3'd7) next = WAIT;
                else if (slave_ss) next = IDLE;
                else          next = TRANS;
            end
            WAIT: begin
                if(slave_ss) next = IDLE;
                else next = WAIT;
            end
            default: next = IDLE;
        endcase
    end
    always_ff @(posedge slave_sck or negedge slave_reset) begin
        if (!slave_reset) begin
            current <= IDLE;
            counter <= 3'd0;
            shift_reg_slave_tx <= 8'd0;
            shift_reg_slave_rx <= 8'd0;
            slave_data_rec <= 8'd0;
            slave_miso <= 1'b0;
        end 
        else begin
            current <= next;
            case (current)
                IDLE: begin
                    if (!slave_ss) begin 
                        shift_reg_slave_tx <= slave_data_trans;
                        counter <= 3'd0;
                    end
                end
                TRANS: begin
                    shift_reg_slave_rx <= {shift_reg_slave_rx[6:0], slave_mosi};
                    slave_miso <= shift_reg_slave_tx[7];
                    shift_reg_slave_tx <= {shift_reg_slave_tx[6:0], 1'b0};
                    counter <= counter + 1;
                end
                WAIT: begin
					slave_data_rec = shift_reg_slave_rx;
                    counter <= 3'd0;
                end
            endcase
        end
    end
endmodule
```
**run.sh**
```bash
#!/bin/bash
# OpenROAD 26Q1-2900-gdf79404cd8, Yosys 0.63+post, stock flow scripts
make -C /OpenROAD-flow-scripts/flow DESIGN_CONFIG=/design/flow/config.mk WORK_HOME=/design/flow/orfs finish
```
**config.mk**
```make
export PLATFORM = sky130hd
export DESIGN_NAME = SPI_slave
export DESIGN_NICKNAME = SPI_slave
export VERILOG_FILES = /design/flow/design.v
export SDC_FILE = /design/flow/constraint.sdc
export NUM_CORES = 4
export LEC_CHECK = 1
export CORE_AREA = 10 10 97 97
export DIE_AREA = 0 0 107 107
```
**constraint.sdc**
```tcl
current_design SPI_slave

set clk_period 3.3
set clk_io_pct 0.2

create_clock -name clk0 -period $clk_period [get_ports {slave_sck}]

set non_clock_inputs [all_inputs -no_clocks]
set_input_delay [expr $clk_period * $clk_io_pct] -clock clk0 $non_clock_inputs
set_output_delay [expr $clk_period * $clk_io_pct] -clock clk0 [all_outputs]
```
==> qor.yml <==
fp-utilization: 0.1779
ys_types: 20
port_buffers: 20
max_freq_mhz: 563.6
ant_nets: 0
grt-ovfl-total: 0
grt_pass1_vias: 899
slowest_stage: "clkdlybuf4s50_1"
top_usage_layer: "met1"
fin_crit_ns: 1.774
r2r-end: "shift_reg_slave_tx[7]"
ir_worst_vdd_mv: 0.3197
hold_violations: 0
dpl.hpwl_mm: 1.819
slew_headroom: 0.6316
chip_area_um2: 11450
end_kind: "flop"
antenna_found_initial: 0
async_flop_share: 1.000
start_kind: "input port"
cts_tree: "built"
warnings: 25
drt_pass1_iterations: 4
fin_util: 0.2318
clk_latency_ns: 0.28
core_um2: 7292
crit_path_max_fanout: 8
cts_resized: 0
hold_start: "shift_reg_slave_rx[7]"
top_cell: "dfrtp_1"
drt_first_iter_violations: 38
postCtsSetupRepairBufs: 0
top_cell_area_share: 0.5786
ys.flop_type: "dfrtp_1"
gp_congestion: 0.7735
cts_buffer_depth: 2
reg2reg_depth: 3
status: "finished clean"
min_path_type: "reg2reg"
largest_area_cell: "dfrtp_1"
fin_cells: 222
nFillCells: 811
path_cells: "clkdlybuf4s50_1 -> nand2b_1 -> o22ai_1 -> a221oi_1"
skew_ns: 0.003037
pre_cts_ws_ns: 1.228
yosys-top-cells-count: "30 x dfrtp_1, 18 x mux2_2, 9 x o22ai_1"
period_used_share: 0.5377
ys_ff: 31
met3_usage: 0.01759
setup_violations: 0
worst-path-buf-inv: 1
yosysChipArea_um2: 1297
grt_usage: 0.04911
required_ns: 3.48
ys_seq_share: 0.5988
htree_levels: 2
ys_cells: 99
num_vias: 851
layout_setup_ws_ns: 1.526
r2r_setup_slack_ns: 1.76
num_rows: 31
rr_startpoint: "current[2]"
critPathKind: "in2reg"
cts_buffers: 5
cp_data_arrival_time_ns: 1.95
drv_slew: 0
syn_area_um2: 1297
tns_ns: 0
min_delay_path_depth: 1
insertedDiodeCount: 0
syn_to_final_growth_pct: 30.28
ctsHoldBuffers: 0
use_met2: 0.06453
cts-root-buf: "clkbuf_8"
power.density_nw_per_um2: 582.9
synth_warnings: 1
edf_count: 0
drc: 0
p_leak_nw: 0.6984
path_clk_slew_ns: 0.06
post_drt_wl_per_cell_um: 12.08
critical-path-top-delay-family: "buffers and inverters"
hold_path_end: "shift_reg_slave_rx[7]"
crit_cells: 4
die_width_um: 107
slowest_delay_ns: 0.59
drive_above_1_share: 0.2439
rsz0062_at_grt: "false"
grt_pass1_wl_mm: 4.588
synthCells: 99
maxCapViolCount: 0
ios: 21
top_cells_by_area: "dfrtp_1 58%, mux2_2 16%, o22ai_1 4.3%, a211oi_1 2.3%, nor2_1 2.3%"
dieHeight_um: 107
use_met1: 0.07555
worst_slew_pin_slew_ns: 0.5526
avgSynthCellArea_um2: 13.11
grt_max_degree: 32
avgViaCountPerCell: 3.833
place_inst: 215
wl_mm: 2.682
clock_sinks: 31
[flip-flops by register name, indices dropped and copies added (netlist names)]
signal	count
shift_reg_slave_tx	8
counter	3
current	3
shift_reg_slave_rx	8
slave_miso	1
slave_data_rec	8
[worst max path at each step]
stage / start / to / slack (ns)
global route: slave_ss / shift_reg_slave_tx[4] / 1.40
finish: slave_ss / shift_reg_slave_tx[5] / 1.53
CTS: slave_data_rec[7] / slave_data_rec[7] / 1.51
[worst reg2reg max path, cell delays in order (launching register included)]
cell	delay (ns)
dfrtp_1	0.69
a21boi_2	0.47
nor2b_1	0.19
a211oi_1	0.06
[power by group]
part | internal [mW] | switching [mW] | total [mW]
logic | 0.116 | 0.0508 | 0.167
registers | 0.464 | 0.0585 | 0.522
clock network | 0.163 | 0.133 | 0.296
[logic make-up after synthesis]
family,count (synthesis),synth area share
simple gates,14,0.05208
mux,18,0.1562
flops,31,0.5988
fa+ha+maj,2,0.01928
compound gates,23,0.1331
buf+inv,11,0.04050
[cell usage in the layout, fill, tap and decap left out]
| master | count |
|---|---|
| nand2b_1 | 1 |
| o31a_2 | 1 |
| clkdlybuf4s50_1 | 20 |
| dfstp_2 | 1 |
| o22a_1 | 1 |
| o22ai_1 | 9 |
| ha_1 | 2 |
| a22o_1 | 2 |
| a21oi_1 | 1 |
| nor2b_1 | 4 |
| o31ai_1 | 1 |
| a211oi_1 | 4 |
| mux2_2 | 18 |
| inv_1 | 7 |
| nand2_2 | 1 |
| clkinv_2 | 1 |
| a221oi_1 | 3 |
| a21boi_2 | 1 |
| nor2_1 | 8 |
| buf_4 | 1 |
| clkbuf_8 | 6 |
| dfrtp_1 | 30 |
[routing by layer]
layer / wire, um / share of wire / up-vias
li1: - / - / 409
met1: 1412 / 0.53 / 416
met2: 1093 / 0.41 / 20
met3: 145 / 0.054 / 6
met4: 31 / 0.012 / 0
met5: 0 / 0 / -
[final cells by class]
cell class              count  area (um^2)  area share
clock buffers               6        82.58     0.04885
flip-flops and latches     31        777.0      0.4597
multi-input cells          57        467.9      0.2768
repair buffers             21        207.7      0.1229
inverters                   7        26.28     0.01554
well taps                  99        123.9     0.07328
clock inverters             1        5.005    0.002961
[through the flow]
stage / area [um^2] / power (mW) / hold WS (ns)
after global routing: 1690 / 1.051 / 0.5259
after global placement: 1603 / 0.6938 / 0.4857
after CTS: 1690 / 0.9987 / 0.5056
after floorplan: 1297 / 0.6065 / 0.3644
after detailed placement: 1603 / 0.6973 / 0.4914
final: 1690 / 0.9853 / 0.5044
Power is estimated from default activity; no workload was simulated.
