$ cat design/flow/design.v
module SPI(
    input  logic       clk,               
    input  logic [7:0] SPI_data_trans,    
    input  logic       SPI_MSB,           
    input  logic       SPI_start,         
    input  logic       SPI_reset,         
    input  logic [1:0] SPI_div,           
    input  logic       SPI_miso,          
    output logic       SPI_mosi,          
    output logic       SPI_slave_select,  
    output logic [7:0] SPI_data_rec,      
    output logic       SPI_flag,           
  	output logic       sck_slave
);
    logic sck_master;
    SPI_freq_div freq_div (
        .clk(clk),
        .rstn(SPI_reset),      
        .SPI_div(SPI_div),
        .sck_master(sck_master)
    );
    SPI_FSM FSM (
        .sck_master(sck_master),
        .SPI_reset(SPI_reset),
        .SPI_start(SPI_start),
        .SPI_miso(SPI_miso),
        .SPI_mosi(SPI_mosi),
        .SPI_data_trans(SPI_data_trans),
        .ss(SPI_slave_select),
        .SPI_data_rec(SPI_data_rec),
        .SPI_MSB(SPI_MSB),
        .SPI_flag(SPI_flag),
        .sck_slave(sck_slave)
    );
endmodule
module SPI_FSM (
    input  logic       sck_master,     
    input  logic       SPI_reset,    
    input  logic       SPI_start,      
    input  logic       SPI_MSB,     
    input  logic       SPI_miso,    
    input  logic [7:0] SPI_data_trans,    
	output logic 	   SPI_flag,	  
    output logic       ss,      
    output logic       SPI_mosi,    
    output logic [7:0] SPI_data_rec,     
    output logic       sck_slave
);
logic [2:0] counter;
logic [7:0] shift_reg_tx;
logic [7:0] shift_reg_rx;
typedef enum logic [1:0] {IDLE,LOAD_DATA,TRANS,DONE} state;
state current, next;
 always_comb begin
        case (current)
            IDLE: begin
                sck_slave = 0;
                if (SPI_start) 
                    next = LOAD_DATA;
                else    
                    next = IDLE;
            end
            LOAD_DATA: begin
                sck_slave = 0;
                next = TRANS;
            end
            TRANS: begin
                sck_slave = sck_master;
                if (counter == 3'b111) 
                    next = DONE;
                else 
                    next = TRANS;
            end
            DONE: begin
                sck_slave = sck_master;
                next = IDLE;
            end
            default: next = IDLE;
        endcase
    end
always_ff @ (posedge sck_master or negedge SPI_reset) begin
    if (!SPI_reset) begin
        current <= IDLE;
        shift_reg_tx <= 8'b0;
        shift_reg_rx <= 8'b0;
        SPI_data_rec <= 8'b0;
        SPI_mosi <= 1'b0;
        SPI_flag <= 1'b0;
        counter <= 3'b000;
    end else begin
        current <= next;
        shift_reg_tx <= shift_reg_tx;
        shift_reg_rx <= shift_reg_rx;
        SPI_data_rec <= SPI_data_rec;
        SPI_mosi <= SPI_mosi;
        ss <= 1'b1;
        SPI_flag <= 1'b0;
        counter <= counter;
        case (current)
            IDLE: begin
                ss <= 1'b1;
                SPI_flag <= 1'b0;
                counter <= 3'b000;
            end
            LOAD_DATA: begin
                shift_reg_tx <= SPI_data_trans;
                ss <= 1'b1;
            end
            TRANS: begin
                SPI_flag <= 1'b1;
                counter <= counter + 1;
                ss <= ~sck_master;
                if (SPI_MSB) begin
                    SPI_mosi <= shift_reg_tx[7];
                    shift_reg_tx <= {shift_reg_tx[6:0], 1'b0};
                    shift_reg_rx <= {shift_reg_rx[6:0], SPI_miso};
                end else begin
                    SPI_mosi <= shift_reg_tx[0];
                    shift_reg_tx <= {SPI_miso, shift_reg_tx[7:1]};
                    shift_reg_rx <= {SPI_miso, shift_reg_rx[7:1]};
                end
            end
            DONE: begin
                SPI_data_rec <= shift_reg_rx;
                ss <= 1'b1;
                SPI_flag <= 1'b0;
                counter <= 3'b000;
            end
        endcase
    end
end
endmodule
module SPI_freq_div (
	input  logic       clk,      
	input  logic       rstn,     
   input  logic [1:0] SPI_div,      
   output logic       sck_master  	 
);
    logic f1;
	logic f2;
	logic	f3;
    always_ff @(posedge clk or negedge rstn) begin
        if (!rstn)
            f1 <= 1'b0;
        else
            f1 <= ~f1;  
    end
    always_ff @(posedge f1 or negedge rstn) begin
        if (!rstn)
            f2 <= 1'b0;
        else
            f2 <= ~f2;  
    end
    always_ff @(posedge f2 or negedge rstn) begin
        if (!rstn)
            f3 <= 1'b0;
        else
            f3 <= ~f3;  
    end
    always_comb begin
      case (SPI_div)
            2'b00: sck_master = clk;  
            2'b01: sck_master = f1;   
            2'b10: sck_master = f2;   
            2'b11: sck_master = f3;   
        endcase
    end
endmodule
$ cat design/flow/run.sh
#!/bin/bash
# OpenROAD 26Q1-2900-gdf79404cd8, Yosys 0.63+post, stock flow scripts
make -C /OpenROAD-flow-scripts/flow DESIGN_CONFIG=/design/flow/config.mk WORK_HOME=/design/flow/orfs finish
$ cat design/flow/config.mk
export PLATFORM = sky130hd
export DESIGN_NAME = SPI
export DESIGN_NICKNAME = SPI
export VERILOG_FILES = /design/flow/design.v
export SDC_FILE = /design/flow/constraint.sdc
export NUM_CORES = 4
export LEC_CHECK = 1
export CORE_UTILIZATION = 30
$ cat design/flow/constraint.sdc
current_design SPI

set clk_period 1.8
set clk_io_pct 0.2

create_clock -name clk0 -period $clk_period [get_ports {clk}]

set non_clock_inputs [all_inputs -no_clocks]
set_input_delay [expr $clk_period * $clk_io_pct] -clock clk0 $non_clock_inputs
set_output_delay [expr $clk_period * $clk_io_pct] -clock clk0 [all_outputs]
==> changes_impl.md <==
## Flow update

* Outcome: complete, but fails checks
* Failing checks: negative hold slack, negative setup slack
* PnR worst setup slack at -0.610 ns
* I/O pin count at 27
* Core ar. at 5170 um^2
* Critical path capture point type: output port
* P_int at 0.000907 W
* GRT Total Usage at 0.134
* CP startpoint kind: flop
* Hold WS at -0.00625 ns
* Initial antenna violation count at 0
* Sw frac at 0.202
* Clk slew on worst S/H paths at 0.07 ns
* Synth flops at 37
* Final core utilization at 0.435
* # setup viols final at 7
* Design area at 2250 um^2
* HPWL Detailed at 1880 um
* DR vias/cell at 4.47
* FF/Latch Area at 932 um^2
* Post-detailed-routing wire length at 3350 um
* Worst rel slew slack at 0.561
* Final Max Slew Viols at 0
* DIE AREA at 5730 um^2
* Wire per inst at 13.6 um
* Number of unconstrained endpoints at 2
* Yosys warns at 2
* Fp util at 0.315
* CP Class: flop to output port
* Critical Path AT at 2.05 ns
* Drt pass-1 iters at 4
* Worst-Skew Late Latency at 0.95 ns
* PwrDens at 505 nW/um^2
* Ys cells at 125
* First-pass GRT wire length at 5410 um
* Die width at 75.7 um
* Vias in the first global route at 1236
* Antenna cells at 0
* Fillers at 454
* RSZ-0062 raised after global routing: true
* Die H at 75.7 um
* Final hold violations at 14
* Top FF cell, synth: dfrtp_1
* Gate power share at 0.071
* Worst EP required at 1.44 ns
* FFs w/ async S/R, synth at 0.973
* Crit-path slowest cell: mux4_2
* Drt drc at 0
* Share of layout cells above drive strength 1 at 0.299
* FP Rows at 26
* Cell Area, Placed at 1970 um^2
* Worst hold path class: input pin to async pin
* Power Total at 0.00114 W
* Register pins left without a clock at 2
* Post-route minimum period at 2.41 ns
* LEAKAGE at 1.06 nW
* CP top delay family: multiplexers
* CP cell instances: mux4_2 > clkbuf_8 > o21a_1 > buf_2
* Via count at 1104
* GRT overflow at 0
* F_max at 415 MHz
* Post-synth EDFFs at 1
* Worst path max stage delay at 0.48 ns
* Mean post-synth cell area at 13.0 um^2
* CP bufs+invs at 2
* DRT iter0 DRCs at 29
* Reg power frac at 0.210
* Antenna-violating nets left at 0
* Post-synth seq share at 0.572
* Max-Cap Viols at 0
* Largest net degree at the start of global routing at 34
* Logic area at 627 um^2
* Gate Count Post-Synth at 125
* Area grow syn2layout at 38.0%
* Tool Warnings at 31
* Port bufs at 26
* Unique cell types at 21
* Worst Skew at 0.124 ns
* Syn Std Cell Area at 1630 um^2
* Switch Pwr at 0.000229 W
* Final period util at 1.34
* Max rail drop VDD at 574 uV
* YS chip area at 1630 um^2
* Crit path max fanout at 2
* Clock power share at 0.719
* GP Congestion at 0.733
* Least-Margin Pin Slew at 0.656 ns
* TritonCTS clock tree: done
==> sequential cells by signal, summed over array words and instances, names as in the netlist <==
| signal | cells |
|---|---|
| FSM.SPI_flag | 1 |
| freq_div.f1 | 1 |
| FSM.shift_reg_rx | 8 |
| FSM.current | 4 |
| freq_div.f3 | 1 |
| FSM.shift_reg_tx | 8 |
| freq_div.f2 | 1 |
| FSM.SPI_data_rec | 8 |
| FSM.SPI_mosi | 1 |
| FSM.ss | 1 |
| FSM.counter | 3 |
==> final timing paths <==
| kind | startpoint | endpoint | slack [ns] | depth (start not counted) |
|---|---|---|---|---|
| hold / removal | SPI_reset | FSM.SPI_data_rec[6]$_DFFE_PN0P_ | -0.006 | 3 |
| setup / recovery | freq_div.f1$_DFF_PN0_ | sck_slave | -0.61 | 4 |
| max in group asynchronous | SPI_reset | FSM.shift_reg_tx[1]$_DFFE_PN0P_ | 0.79 | 3 |
| setup reg to reg | freq_div.f1$_DFF_PN0_ | FSM.ss$_DFFE_PP_ | 0.49 | 5 |
| min in group clk0 | clk | FSM.ss$_DFFE_PP_ | 0.02 | 7 |
| hold reg to reg | FSM.SPI_data_rec[1]$_DFFE_PN0P_ | FSM.SPI_data_rec[1]$_DFFE_PN0P_ | 0.50 | 1 |
==> area by class of cell <==
class                   instances  share of cell area
multi-input cells              75               0.279
well taps                      70              0.0390
flip-flops and latches         37               0.415
inverters                       5             0.00835
clock buffers                  23               0.127
repair buffers                 35               0.127
clock inverters                 2             0.00556
==> metrics by stage <==
stage	setup slack [ns]	setup TNS, ns	instances	hold slack [ns]
after floorplan	-0.240	-0.240	125	0.0644
after global placement	-0.637	-0.637	218	0.296
after detailed placement	-0.637	-0.637	218	0.301
after CTS	-0.662	-1.01	246	0.00118
after global routing	-0.708	-1.46	247	0.000496
final	-0.610	-0.682	247	-0.00625
==> layout by cell type, fill, tap and decap left out <==
| cell | n |
|---|---|
| clkbuf_1 | 1 |
| and2_1 | 2 |
| clkbuf_8 | 19 |
| xnor2_1 | 1 |
| a21o_1 | 2 |
| ha_1 | 2 |
| o21ai_0 | 1 |
| edfxtp_1 | 1 |
| nand3b_1 | 1 |
| mux2_2 | 8 |
| clkdlybuf4s50_1 | 13 |
| o21a_1 | 1 |
| clkinvlp_4 | 1 |
| dfstp_2 | 1 |
| mux2i_1 | 33 |
| buf_12 | 1 |
| clkbuf_2 | 1 |
| buf_2 | 12 |
| inv_1 | 5 |
| nand2_1 | 1 |
| nor3_1 | 4 |
| buf_4 | 8 |
| dlygate4sd3_1 | 3 |
| dfrtp_1 | 35 |
| nor2_1 | 9 |
| mux4_2 | 1 |
| a21oi_1 | 9 |
| clkinv_2 | 1 |
==> worst register-to-register path: cells and delay by family, from the launching register on <==
family / cells / cell delay, ns
AND/OR/NAND/NOR: 1 / 0.05
multiplexers: 1 / 0.48
flip-flops: 1 / 0.38
buffers and inverters: 3 / 0.39
==> cells by family after synthesis <==
logic type | after synthesis | synth area share
adders and majority gates | 2 | 0.0154
xor gates and xnor gates | 1 | 0.00538
muxes | 42 | 0.272
and+or+nand+nor | 17 | 0.0476
buffers and inverters | 13 | 0.0430
DFF | 37 | 0.572
AOI/OAI and AO/OA | 13 | 0.0445
==> routing by layer <==
metal	up-vias	wire [um]	GRT usage
met2	36	1440	0.180
li1	540	-	-
met1	521	1590	0.190
met3	7	265	0.0684
met4	0	51	0.0514
met5	-	0	0
==> synthesized netlist by cell type (2+ instances only) <==
cell,instances,area share
mux2i_1,33,0.20
buf_4,2,0.0092
ha_1,2,0.015
dfrtp_1,35,0.54
a21oi_1,9,0.028
buf_2,5,0.015
and2_1,2,0.0077
nor3_1,4,0.012
nor2_1,9,0.021
mux2_2,8,0.055
a21o_1,2,0.0092
inv_1,5,0.012
==> power groups by stage <==
stage                 Clock, W  Sequential (W)  Combinational (W)
after CTS             0.000843        0.000239          0.0000827
after global routing  0.000873        0.000238          0.0000875
final                 0.000817        0.000239          0.0000802
==> timing repair <==
action                     CTS  global route
hold endpoints to repair    37             0
resized                     36             0
setup endpoints to repair   12            12
cloned                       0             0
hold buffers                 3             0
setup buffers                3             1
Power figures rest on the tool's default switching activity, not on a simulated workload.
